==> design/flow/design.v <==
module main(
	input		MAX10_CLK1_50,
	input 	[9:0]		SW,
	output	[9:0]		LEDR,
	output	[35:0]	GPIO
);
	wire Clock;
	wire Resetn;
	assign Clock = MAX10_CLK1_50;
	assign Resetn = SW[0];
	parameter DIVISOR = 25000000;
	reg [24:0] counter;   
	reg led_out;
	always @(posedge Clock, negedge Resetn)
		if(!Resetn)
		begin
			counter <= 0;
			led_out <= 0;
		end else
		begin
			if(counter == DIVISOR - 1)
			begin
				counter <= 0;
				led_out <= ~led_out;   
			end else
				counter <= counter + 1;
		end
	assign LEDR[0] = led_out;
	assign GPIO[35] = led_out;
endmodule
==> design/flow/run.sh <==
#!/bin/bash
# OpenROAD 26Q1-2900-gdf79404cd8, Yosys 0.63+post, stock flow scripts
make -C /OpenROAD-flow-scripts/flow DESIGN_CONFIG=/design/flow/config.mk WORK_HOME=/design/flow/orfs finish
==> design/flow/config.mk <==
export PLATFORM = sky130hd
export DESIGN_NAME = main
export DESIGN_NICKNAME = main
export VERILOG_FILES = /design/flow/design.v
export SDC_FILE = /design/flow/constraint.sdc
export NUM_CORES = 4
export LEC_CHECK = 1
export CORE_AREA = 10 10 100 100
export DIE_AREA = 0 0 110 110
==> design/flow/constraint.sdc <==
current_design main

set clk_period 6.0
set clk_io_pct 0.2

create_clock -name clk0 -period $clk_period [get_ports {MAX10_CLK1_50}]

set non_clock_inputs [all_inputs -no_clocks]
set_input_delay [expr $clk_period * $clk_io_pct] -clock clk0 $non_clock_inputs
set_output_delay [expr $clk_period * $clk_io_pct] -clock clk0 [all_outputs]
==> reports/metrics.csv <==
stage,metric,value,unit
layout,most frequent cells in the layout,"conb_1, dfrtp_1, nand3_1",
power,logic gate share of total power,1.9,%
timing,Layout Skew,0.00413,ns
floorplan,FP Rows,32,
synth,simple share,22.6,%
critical_path,crit-path cells,clkdlybuf4s50_1,
critical_path,WP data required,4.80,ns
synth,main flop type after synthesis,dfrtp_1,
clock_tree,CTS Buf Count,3,
timing,worst hold margin,0.493,ns
timing,Setup WS post-layout,3.64,ns
power,VDD IR max,120,uV
power,sw frac,18.4,%
synth,yosys warns,45,
clock_tree,clock root buffer,clkbuf_8,
drt,Vias/cell,3.88,
global_routing,initial antenna violation count,0,
layout,most instantiated logic cell after routing,conb_1,
synth,"Adder Share, Synth",0.746,%
drt,"antenna viol nets, final",0,
critical_path,critical path arrival,1.16,ns
power,leakage,0.782,nW
synth,YS chip area,0.00168,sq mm
synth,Max-area cell share,38.8,%
synth,synthesized flop and latch total,26,
critical_path,startpoint types,register,
power,Switching Power,59.8,uW
drt,Post-route DRC,0,
floorplan,Die Ht,110,microns
placed_design,Setup WS pre-CTS,3.87,ns
critical_path,Top Family by Delay on Critical Path,buffers and inverters,
global_routing,GRT Util Overall,4.77,%
synth,Top logic family,buffers and inverters,
drt,vias post-DR,1071,
critical_path,CP max-delay cell,clkdlybuf4s50_1,
timing,setup TNS,0,ns
critical_path,sum of buffers and inverters on the critical path,1,
drt,DR iter-0 viols,55,
timing,crit path time final,2.36,ns
synth,Top cells by area,"dfrtp_1, buf_4, xnor2_1, xor2_1, nand3_1",
drt,wire length per cell,10.6,microns
floorplan,# IOs,57,
hold_path,Hold/Removal Path Class,register to register,
global_routing,grt ovf,0,
clock_tree,CTS tree,yes,
clock_tree,htree depth,1,
clock_tree,"CTS clk-pin slew, worst paths",0.09,ns
clock_tree,Post-CTS Repair Setup Buffers,0,
clock_tree,Sink Count,26,
timing,max_slew headroom,46.7,%
synth,XOR/XNOR share of the synthesized area,6.26,%
floorplan,fp util,21.5,%
power,total power,325,uW
placed_design,Final GP Congestion,0.780,
outcome,status,finished clean,
synth,"Seq/Total Area, Yosys",38.8,%
timing,Tcrit/Tclk final,39.3,%
floorplan,core area,0.00781,sq mm
timing,fmax,0.424,GHz
power,internal power,265,uW
drt,routed wire length,2910,microns
timing,final setup vio count,0,
drt,First-pass DRT Iterations,4,
placed_design,I/O Buffers,3,
clock_tree,post-CTS sizing,0,
timing,RSZ-0062 raised after global routing,no,
critical_path,kind of end point of the critical path,output pin,
clock_tree,clk ins delay skew pair,0.27,ns
synth,cell accounting for the most synthesized area,dfrtp_1,
clock_tree,clk buf depth,2,
synth,Post-synth EDFFs,0,
job,OpenROAD warning count,34,
timing,slew at the pin closest to its max-slew limit,0.793,ns
synth,Multiplexer share,0.597,%
drt,diodes inserted,0,
timing,Final Slew Violations,0,
synth,share of async-settable or async-resettable flops after synthesis,100,%
synth,Post-Syn Area,0.00168,sq mm
clock_tree,Post-CTS Hold Buffers,0,
power,Pwr Density,192,mW/mm^2
floorplan,die area,0.0121,sq mm
layout,fraction of layout cells with a size suffix above 1,6.90,%
job,maxcap violations,0,
synth,ys cells,174,
placed_design,HPWL Detailed,2140,microns
power,clock power share,44.3,%
synth,Cell variety after synth,33,
synth,ao+oa area frac,7.23,%
synth,Avg Synthesized Cell Area,9.64,sq um
floorplan,Die Wd,110,microns
global_routing,first-pass GRT wire length,4960,microns
critical_path,WS Path Type,register to output pin,
layout,Layout area overhead,1.04,%
critical_path,Slowest Stage Delay on Critical Path,0.49,ns
critical_path,crit path max fanout,3,
timing,final hold vios,0,
synth,synthesized instance count,174,
global_routing,number of global-route vias before repair,1083,
global_routing,largest net degree at the start of global routing,27,
power,Reg power frac,53.8,%
==> Yosys cell counts, drive strengths merged (5+ instances only) <==
| master | n |
|---|---|
| nand2 | 7 |
| xor2 | 6 |
| nand3 | 10 |
| buf | 51 |
| o31ai | 5 |
| xnor2 | 6 |
| o21ai | 6 |
| or3 | 5 |
| nor2 | 5 |
| a21oi | 9 |
| nand4 | 7 |
| dfrtp | 26 |
==> registers in the layout, summed over array words and instances (netlist names) <==
signal	flops
counter	25
led_out	1
==> power groups by stage <==
stage	Clock, mW	Sequential, mW	Combinational (mW)
CTS	0.149	0.175	0.00735
global route	0.155	0.175	0.00855
finish	0.144	0.175	0.00603
==> metrics by stage <==
| stage | instances | util [%] | cell area [sq um] |
|---|---|---|---|
| after floorplan | 217 | - | 1840 |
| after global placement | 272 | 20.8 | 1620 |
| after detailed placement | 272 | 20.8 | 1620 |
| after CTS | 276 | 21.7 | 1700 |
| after global routing | 276 | 21.7 | 1700 |
| final | 276 | 21.7 | 1700 |
==> final cells by class <==
class | count | area, sq um
fillers | 846 | 6110
multi-input cells | 136 | 793
flip-flops and latches | 26 | 651
well taps | 102 | 128
clock buffers | 3 | 41.3
repair buffers | 4 | 37.5
clock inverters | 1 | 30.0
inverters | 4 | 15.0
==> cells by family after synthesis <==
family,Yosys count
and+or+nand+nor,57
buffers and inverters,55
DFF,26
AOI/OAI and AO/OA,21
xor gates and xnor gates,12
adders and majority gates,1
other,1
muxes,1
==> path summary, 6_finish.rpt <==
path                                      start                     to  slack [ns]  depth (start not counted)
min in group asynchronous                 SW[0]  counter[15]$_DFF_PN0_        1.30                          2
min reg2reg                counter[0]$_DFF_PN0_   counter[0]$_DFF_PN0_        0.49                          1
min                        counter[0]$_DFF_PN0_   counter[0]$_DFF_PN0_        0.49                          1
max                         led_out$_DFFE_PN0N_                LEDR[0]        3.64                          1
max in group asynchronous                 SW[0]  counter[22]$_DFF_PN0_        4.46                          2
max reg2reg                counter[0]$_DFF_PN0_    led_out$_DFFE_PN0N_        3.89                          5
==> layer usage <==
layer,GRT usage [%],wire (microns),up-vias
met5,0,0,-
met4,0.186,5,0
met3,1.59,186,2
met2,7.32,1230,34
met1,6.78,1490,515
li1,-,-,520
Power figures rest on the tool's default switching activity, not on a simulated workload.
