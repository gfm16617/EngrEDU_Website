<file path="design/flow/run.sh">
#!/bin/bash
# OpenROAD 26Q1-2900-gdf79404cd8, Yosys 0.63+post, stock flow scripts
make -C /OpenROAD-flow-scripts/flow DESIGN_CONFIG=/design/flow/config.mk WORK_HOME=/design/flow/orfs finish
</file>
<file path="design/flow/config.mk">
export PLATFORM = sky130hd
export DESIGN_NAME = echo_ticks
export DESIGN_NICKNAME = echo_ticks
export VERILOG_FILES = /design/flow/design.v
export SDC_FILE = /design/flow/constraint.sdc
export NUM_CORES = 4
export LEC_CHECK = 1
export CORE_UTILIZATION = 40
</file>
<file path="design/flow/constraint.sdc">
current_design echo_ticks

set clk_period 3.7
set clk_io_pct 0.2

create_clock -name clk0 -period $clk_period [get_ports {clk}]

set non_clock_inputs [all_inputs -no_clocks]
set_input_delay [expr $clk_period * $clk_io_pct] -clock clk0 $non_clock_inputs
set_output_delay [expr $clk_period * $clk_io_pct] -clock clk0 [all_outputs]
</file>
<file path="design/flow/design.v">
`default_nettype none
module echo_ticks(
	input 				clk,
	input 				rst_n,
	input					echo_in,
	output	reg [20:0]	width_ticks,
	output	reg		valid,
	output	reg		timeout,
	output				busy
);
	localparam CLK_HZ     		= 50000000;   
	localparam TIMEOUT_TICKS 	= 2000000;    
    reg echo_meta, echo_sync, echo_prev;
    always @(posedge clk or negedge rst_n) begin
        if (!rst_n) begin
            echo_meta <= 1'b0;
            echo_sync <= 1'b0;
            echo_prev <= 1'b0;
        end else begin
            echo_meta <= echo_in;
            echo_sync <= echo_meta;
            echo_prev <= echo_sync;
        end
    end
    wire rising  =  echo_sync & ~echo_prev;
    wire falling = ~echo_sync &  echo_prev;
    reg        counting;
    reg [20:0] count;
    assign busy = counting;
    always @(posedge clk or negedge rst_n) begin
        if (!rst_n) begin
            counting     <= 1'b0;
            count        <= 21'd0;
            width_ticks  <= 21'd0;
            valid        <= 1'b0;
            timeout      <= 1'b0;
        end else begin
            valid   <= 1'b0;
            timeout <= 1'b0;
            if (!counting) begin
                if (rising) begin
                    counting <= 1'b1;
                    count    <= 21'd0;
                end
            end else begin
                count <= count + 21'd1;
                if (falling) begin
                    counting    <= 1'b0;
                    width_ticks <= count;
                    valid       <= 1'b1;
                end else if (count >= (TIMEOUT_TICKS - 1)) begin
                    counting    <= 1'b0;
                    width_ticks <= TIMEOUT_TICKS;
                    timeout     <= 1'b1;
                end
            end
        end
    end	
endmodule
</file>
==> ci_impl_report.md <==
## Synthesis and layout report

| Metric | Value |
|---|---|
| Reg2Reg Launch Point | `counting` |
| Fraction of the cycle the final worst path needs | `63.2%` |
| CTS tree | `yes` |
| Data required time of the worst path | `3920 ps` |
| Worst Slack Setup Final | `1360 ps` |
| Met2 routed WL | `2.14 mm` |
| Hold WC Path Type | `flip-flop to flip-flop` |
| Kind of start point of the critical path | `flip-flop` |
| Post-synthesis cell count from yosys | `225` |
| Part of the power in registers | `55.5%` |
| Comb area | `985 sq um` |
| FF/Latch Area | `0.00120 sq mm` |
| Dominant cell area share | `52.0%` |
| Arrival @ worst endpoint | `2560 ps` |
| Final routed wire length divided by cell count | `14.8 microns` |
| Leakage power | `1.23 nW` |
| Synth unique cells | `43` |
| OpenROAD warnings | `25` |
| Combinational share of power | `17.4%` |
| Switching share of power | `27.6%` |
| Achievable frequency | `428 MHz` |
| Top-Level Pins | `27` |
| Final setup viols | `0` |
| Clock transition at the register clock pins on the worst setup and hold paths after CTS | `90 ps` |
| Worst-path fanout max | `23` |
| Share of power burned in the clock network | `27.1%` |
| Area of the core | `0.00554 sq mm` |
| Standard cell with the maximum stage delay on the critical path | `inv_1` |
| Summed area of non-filler cells in the final layout | `0.00265 sq mm` |
| Area growth syn-to-layout | `14.5%` |
| Max_cap viols | `0` |
| Vias after detailed routing | `1717` |
| Most used standard cells in the synthesized netlist | `dfrtp_1 (48), nand2_1 (47), nor2_1 (20)` |
| Largest stage delay, worst path | `720 ps` |
| Vias per std cell | `5.37` |
| Power Internal | `862 uW` |
| Detailed-route DRC error count | `0` |
| Post-cts sizing count | `0` |
| Pre-placement core utilization | `a little over two fifths` |
| Max-slew violation count | `0` |
| Fraction of layout instances using a drive strength above 1 | `12.1%` |
| Area after DPL | `0.00255 sq mm` |
| Worst slew slack as a fraction of its limit | `between 50% and 60%` |
| Most repeated cell in the gate-level netlist after synthesis | `dfrtp_1` |
| Horizontal die dimension | `78.0 microns` |
| Synthesized area divided by synthesized cell count | `10.3 sq um` |
| Synthesized instance count | `225` |
| Syn. warnings | `1` |
| Aggregate routed wire length | `roughly 4.7 mm` |
| Cell type contributing the most total cell area after synthesis | `dfrtp_1` |
| Worst vdd ir | `350 uV` |
| Critical path buffer and inverter count | `1` |
| Prevailing post-synth register cell | `dfrtp_1` |
| Wire length on met1 | `2.34 mm` |
| Final standard cell count with taps included and fillers excluded | `320` |
| Via count of the first global-routing pass | `1627` |
| Clock Tree Buf Depth | `2` |
| Sort of element at the end of the critical path | `flip-flop` |
| Initial DRC count | `114` |
| Highest routed layer | `met4` |
| Number of antenna violations at the first check in global routing | `0` |
| Inst Count DP | `312` |
| Setup CP Type | `flip-flop to flip-flop` |
| Post-synth EDFFs | `0` |
| Count of filler cells inserted in the layout | `550` |
| Diode count | `0` |
| Main area contributors | `dfrtp_1 (52%), nand2_1 (7.6%), mux2i_1 (4.3%)` |
| Global-route congestion overflow total | `0` |
| Final hold viol count | `0` |
| Number of register bits inferred by synthesis | `48` |
| CTS H-tree depth | `2` |
| Height of the die | `78.0 microns` |
| Switching component of the power | `between 300 and 400 uW` |
| Die outline area | `0.00609 sq mm` |
| Placement Setup Slack | `between 1000 and 1500 ps` |
| All-Layer GR Usage | `17.6%` |
| Hold path startpoint | `echo_meta` |
| Register-to-register setup slack | `~1400 ps` |
| Wire length of the first global-routing pass | `8.27 mm` |
| Number of optimization iterations in the first detailed-route pass | `4` |
| Clock sink count | `48` |
| Seq share, synth | `52.0%` |
| Clock network latency to the later pin of the worst-skew pair | `approximately 300 ps` |
| Family with the most delay on the worst path | `buffers and inverters` |
| Post-detailed-route count of antenna-violating nets | `0` |
| Placement row count | `27` |
| Root buffer cell | `clkbuf_8` |
| Cell area after synthesis | `0.00231 sq mm` |
| Post-synth area from yosys stat | `between 0.002 and 0.0025 sq mm` |
| Final Critical Period | `2340 ps` |
| Port Buffers | `26` |
| Power per standard cell area | `around 450 mW/mm^2` |
| Setup repair after global routing missed its margin | `false` |
| Setup TNS Final | `0 ps` |
| Post-CTS Hold Fix Bufs | `0` |
| Largest net degree at the start of global routing | `a little under 50` |
| Cell chain of the critical path | `nand2_1 > inv_1 > nor2_1 > a21oi_1` |
| Outcome | `finished clean` |
| GP Congestion | `0.848` |
| Detailed route wirelength on metal3 | `about 180 microns` |
| Final HPWL from detailed placement | `~3.1 mm` |
| Start point of the critical path | `counting` |
| Post-synthesis async set-or-reset flop share | `100%` |
| Clock buffers created by TritonCTS | `5` |
| Clock Skew | `approximately 10 ps` |
| Slew @ Worst Pin | `719 ps` |
| # Post-CTS Setup Buffers | `0` |
| Smallest hold slack | `around 350 ps` |
-- logic make-up (layout without fill, tap and decap cells) --
kind of cell    Yosys count  after routing  synth area share, %
compound gates           50             50                 15.9
fa+ha+maj                 1              1                0.541
buf+inv                  16             39                 5.41
flops                    48             48                 52.0
mux                      10             10                 4.33
simple gates            100            100                 21.8
-- registers in the layout (all words and copies together), names as in the netlist --
| name | flops |
|---|---|
| echo_sync | 1 |
| echo_prev | 1 |
| count | 21 |
| valid | 1 |
| width_ticks | 21 |
| timeout | 1 |
| counting | 1 |
| echo_meta | 1 |
-- per-layer routing --
| metal | up-vias | GRT usage [%] |
|---|---|---|
| met2 | 32 | 25.9 |
| met1 | 835 | 29.0 |
| met3 | 7 | 2.95 |
| met5 | - | 0 |
| met4 | 0 | 2.96 |
| li1 | 843 | - |
-- layout by cell type, fill, tap and decap left out, drive strengths merged --
master	count
a32o	1
ha	1
a22o	1
a31oi	2
dfrtp	48
and4b	1
o221ai	1
nor2	20
nor2b	1
and4	2
o211ai	1
o41ai	1
clkinv	2
nand4	8
nand3	10
clkbuf	6
o2111a	1
o31ai	1
a21oi	8
inv	4
o221a	1
o21a	1
buf	2
a31o	2
o21ai	26
nor3	4
nor4	1
nand2	47
clkdlybuf4s50	25
and2	2
a41oi	3
mux2i	10
and3	4
-- per-stage QoR --
stage | power [mW] | utilization [%]
6_report | 1.19 | 47.8
5_1_grt | 1.27 | 47.8
4_1_cts | 1.20 | 47.8
3_5_place_dp | 0.879 | 46.1
3_3_place_gp | 0.879 | 46.1
2_1_floorplan | 0.752 | -
-- power groups by stage --
stage / sequential (mW) / clock (mW) / combinational [mW]
after CTS: 0.661 / 0.333 / 0.210
after global routing: 0.674 / 0.355 / 0.239
final: 0.661 / 0.322 / 0.207
-- worst paths after layout --
kind	end	cells past startpoint
setup / recovery	width_ticks[15]	4
hold / removal	echo_sync	0
setup reg to reg	width_ticks[15]	4
hold reg to reg	echo_sync	0
max in group asynchronous	count[15]	2
min in group asynchronous	count[3]	2
-- layout make-up --
cell class	instances	share of cell area, %
sequential	48	45.4
clock inverter	2	0.378
inverter	4	0.567
clock buffer	6	3.12
tap	72	3.40
timing repair buffer	27	9.93
multi-input combinational	161	37.2
Power is estimated from default activity; no workload was simulated.
