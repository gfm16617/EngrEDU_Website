==> flow/design.v <==
`default_nettype none
module show_ticks_cm_3hex
#(
    parameter LEADING_BLANK = 1   
)
(
    input             clk,
    input             rst_n,          
    input             sample,         
    input      [20:0] ticks_20ns,     
    output reg [6:0]  HEX2,           
    output reg [6:0]  HEX1,           
    output reg [6:0]  HEX0            
);
    reg [20:0] ticks_q;
    always @(posedge clk or negedge rst_n) begin
        if (!rst_n) ticks_q <= 21'd0;
        else if (sample) ticks_q <= ticks_20ns;
    end
    function [9:0] ticks_to_cm10;   
        input [20:0] t;
        reg   [47:0] p;             
        begin
            p = (t * 16'd46282) + 48'd67108864;  
            ticks_to_cm10 = p[47:27];            
        end
    endfunction
	wire [9:0] cm_raw = ticks_to_cm10(ticks_q);
    wire [9:0] cm_clamped = (cm_raw > 10'd400) ? 10'd400 : cm_raw;
    wire [3:0] bcd_h, bcd_t, bcd_o;
	 bin_to_bcd3 u_b2b (
        .bin (cm_clamped),   
        .h   (bcd_h),
        .t   (bcd_t),
        .o   (bcd_o)
    );
    wire [6:0] seg_h = (LEADING_BLANK && (bcd_h == 4'd0)) ? 7'b1111111 : seg7(bcd_h);
    wire [6:0] seg_t = (LEADING_BLANK && (bcd_h == 4'd0) && (bcd_t == 4'd0))
                       ? 7'b1111111 : seg7(bcd_t);
    wire [6:0] seg_o = seg7(bcd_o);
    always @(posedge clk or negedge rst_n) begin
        if (!rst_n) begin
            HEX2 <= 7'b1111111;
            HEX1 <= 7'b1111111;
            HEX0 <= 7'b1111111;
        end else begin
            HEX2 <= seg_h;
            HEX1 <= seg_t;
            HEX0 <= seg_o;
        end
    end
    function [6:0] seg7;
        input [3:0] d;
        begin
            case (d)
                4'd0: seg7 = 7'b1000000;
                4'd1: seg7 = 7'b1111001;
                4'd2: seg7 = 7'b0100100;
                4'd3: seg7 = 7'b0110000;
                4'd4: seg7 = 7'b0011001;
                4'd5: seg7 = 7'b0010010;
                4'd6: seg7 = 7'b0000010;
                4'd7: seg7 = 7'b1111000;
                4'd8: seg7 = 7'b0000000;
                4'd9: seg7 = 7'b0010000;
                default: seg7 = 7'b1111111;  
            endcase
        end
    endfunction
endmodule
module bin_to_bcd3 (
    input      [9:0] bin,      
    output reg [3:0] h,
    output reg [3:0] t,
    output reg [3:0] o
);
    integer i;
    reg [21:0] shift;
    always @* begin
        shift = {12'd0, bin};
        for (i = 0; i < 10; i = i + 1) begin
            if (shift[21:18] >= 4'd5) shift[21:18] = shift[21:18] + 4'd3;
            if (shift[17:14] >= 4'd5) shift[17:14] = shift[17:14] + 4'd3;
            if (shift[13:10] >= 4'd5) shift[13:10] = shift[13:10] + 4'd3;
            shift = shift << 1;
        end
        h = shift[21:18];
        t = shift[17:14];
        o = shift[13:10];
    end
endmodule
==> flow/run.sh <==
#!/bin/bash
# OpenROAD 26Q1-2900-gdf79404cd8, Yosys 0.63+post, stock flow scripts
make -C /OpenROAD-flow-scripts/flow DESIGN_CONFIG=/design/flow/config.mk WORK_HOME=/design/flow/orfs finish
==> flow/config.mk <==
export PLATFORM = sky130hd
export DESIGN_NAME = show_ticks_cm_3hex
export DESIGN_NICKNAME = show_ticks_cm_3hex
export VERILOG_FILES = /design/flow/design.v
export SDC_FILE = /design/flow/constraint.sdc
export NUM_CORES = 4
export LEC_CHECK = 1
export CORE_UTILIZATION = 40
==> flow/constraint.sdc <==
current_design show_ticks_cm_3hex

set clk_period 14.9
set clk_io_pct 0.2

create_clock -name clk0 -period $clk_period [get_ports {clk}]

set non_clock_inputs [all_inputs -no_clocks]
set_input_delay [expr $clk_period * $clk_io_pct] -clock clk0 $non_clock_inputs
set_output_delay [expr $clk_period * $clk_io_pct] -clock clk0 [all_outputs]
==> out/results.ini <==
[cells_and_area]
seqCellArea_um2=1077
fillerInstances=2374
final_util=0.4493
layout_top_cells=inv_1 (197), ha_1 (173), fa_1 (95), nand2_1 (80), nor2_1 (50)
layout.area.comb_um2=8175
lay_top_count=inv_1
syn_to_final_growth_pct=9.510
drive_gt1_frac=0.09564

[place]
io_buffers=44
place_ws_ps=1066
gp_congestion=0.9334
dp.final_hpwl_mm=19.51

[synth]
postSynth.asyncResetShare=1.000
yosys_area_um2=10060
ff_type=dfstp_2
topCellsByArea=ha_1 (22%), fa_1 (19%), inv_1 (7.3%), dfstp_2 (5.5%), dfrtp_1 (5.2%)
synth_area_leader_cell=ha_1
top_area_frac=0.2151
syn-cell-area_um2=10060
numSynthFlops=42
netlist_instances=1133
syn_area_per_cell_um2=8.883
ys_seq_frac=0.1070
yosys_warnings=2
edf_count=0
synth_cell_types=94
yosys_cells=1133

[routing]
antenna_left=0
routedWlPerCell_um=15.23
drc=0
drt_iter0_markers=365
vias=7932
first_pass_iters=7
n_antenna_cell=0
drt-total-wl_mm=22.77
vias_per_cell=5.306

[final_timing]
maxSlewHeadroom=0.4738
worst_slew_pin_slew_ps=781.1
finalCritPeriodShare=0.9133
skew_ps=4.883
hold_viol=0
setup_viol=0
rsz0062_at_grt=no
final.setup.tns_ps=0
holdWs_ps=634.2
fin_crit_ps=13610
fmax_ghz=0.07348
finalWorstSetupSlack_ps=1291
report.final.slew_viol_count=0

[flow_run]
warning_count=47
maxCapViolCount=0

[worst_setup_path]
path_max_fanout=9
criticalPathCategory=reg -> reg
cpMostUsedCell=ha_1
critPathArrivalTime_ps=13800
slowest_delay_ps=550
cp-end-kind=flip-flop
worst_setup_path_start_kind=flip-flop
crit_slowest_cell=fa_1
required_ps=15090
ff2ff_setup_slack_ps=1290

[clocking]
clock.latency.late_pin_ps=290
clkTransAtPathRegs_ps=60
cts-root-buf=clkbuf_16
h-tree-depth=2
numCtsBuffers=5
cts.sinks=42
cts_buffer_depth=2
hold_buffers=0
cts_setup_buffers=0
cts_tree=yes

[floorplan]
fp.dieH_um=160.6
pin_count=45
core_um2=24530
die_w_um=160.6
die_area_um2=25800
std_cell_rows=57
floorplan.core_util=0.4102

[global_routing]
grt_pass1_wl_mm=39.94
grt_max_degree=43
grt_pass1_vias=8213
antenna_found_initial=0
overflow=0
grt_use_total=0.1952

[outcome]
outcome=finished clean

[worst_hold_path]
hold_path_class=reg -> reg

## metrics by stage
| step | cells | instance area [µm²] |
|---|---|---|
| floorplan | 1135 | 10070 |
| global placement | 1487 | 10850 |
| detailed placement | 1487 | 10850 |
| CTS | 1495 | 11000 |
| global route | 1495 | 11020 |
| finish | 1495 | 11020 |
## synth_stat cells (16+ instances only)
cell	count
fa_1	95
dfstp_2	21
mux2_2	23
nor2_1	50
inv_1	197
o211ai_1	16
ha_1	173
a21oi_1	39
dfrtp_1	21
nand2_1	80
a21o_1	21
nor3_1	21
o21ai_0	41
nand4_1	20
nand3_1	27
## path summary, 6_finish.rpt
kind,end,cells past startpoint,start
setup reg to reg,HEX1[0],57,ticks_q[4]
hold / removal,ticks_q[10],1,ticks_q[10]
setup / recovery,HEX1[0],57,ticks_q[4]
min in group asynchronous,ticks_q[16],2,rst_n
max in group asynchronous,HEX2[2],2,rst_n
hold reg to reg,ticks_q[10],1,ticks_q[10]
## area by class of cell
class | count | share of cell area
Clock buffer | 7 | 0.01294
Clock inverter | 1 | 0.0004541
Inverter | 200 | 0.06811
Multi-Input combinational cell | 873 | 0.7417
Sequential cell | 42 | 0.09774
Tap cell | 324 | 0.03678
Timing Repair Buffer | 48 | 0.04223
## repair_timing
item	4_1_cts	5_1_grt
setup endpoints to repair	0	8
endpoints found under the hold margin	0	0
gates resized	0	4
## state kept, by name, indices dropped and copies added (netlist names)
signal,cells
HEX2,7
ticks_q,21
HEX0,7
HEX1,7
## critical path: cells and delay by family, from the launching register on
family | cells | cell delay (ps)
adders and majority gates | 13 | 4390
and+or+nand+nor | 13 | 2490
DFF | 1 | 490
AOI/OAI and AO/OA | 20 | 4400
buffers and inverters | 7 | 580
xor gates and xnor gates | 4 | 1140
## per-layer routing
metal,global-route usage,wire length (µm),share of wire,vias up
met5,0,0,0,-
met4,0.02814,414,0.018,0
met1,0.2720,10460,0.46,3690
met3,0.04295,1135,0.050,29
li1,-,-,-,4048
met2,0.3235,10760,0.47,165
## kinds of logic after synthesis
| logic type | count (synthesis) | synth area share |
|---|---|---|
| xor+xnor | 27 | 0.02685 |
| simple gates | 300 | 0.1627 |
| fa+ha+maj | 268 | 0.4040 |
| flops | 42 | 0.1070 |
| buf+inv | 220 | 0.08391 |
| other cells | 1 | 0.0003726 |
| compound gates | 240 | 0.1764 |
| mux | 35 | 0.03866 |
